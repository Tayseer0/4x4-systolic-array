### /design/flow/constraint.sdc
current_design pe

set clk_period 24.7
set clk_io_pct 0.2

create_clock -name clk0 -period $clk_period [get_ports {clk}]

set non_clock_inputs [all_inputs -no_clocks]
set_input_delay [expr $clk_period * $clk_io_pct] -clock clk0 $non_clock_inputs
set_output_delay [expr $clk_period * $clk_io_pct] -clock clk0 [all_outputs]
### /design/flow/config.mk
export PLATFORM = sky130hd
export DESIGN_NAME = pe
export DESIGN_NICKNAME = pe
export VERILOG_FILES = /design/flow/design.v
export SDC_FILE = /design/flow/constraint.sdc
export NUM_CORES = 4
export LEC_CHECK = 1
export CORE_UTILIZATION = 40
### /design/flow/run.sh
#!/bin/bash
# OpenROAD 26Q1-2900-gdf79404cd8, Yosys 0.63+post, stock flow scripts
make -C /OpenROAD-flow-scripts/flow DESIGN_CONFIG=/design/flow/config.mk WORK_HOME=/design/flow/orfs finish
### /design/flow/design.v
module pe #(
  parameter int BW   = 16,
  parameter int ACCW = 40
)(
  input  logic                     clk,
  input  logic                     rst_n,
  input  logic signed [BW-1:0]     a_in,
  input  logic signed [BW-1:0]     b_in,
  input  logic                     in_valid,
  input  logic                     acc_clr,      
  input  logic                     out_phase,    
  input  logic [7:0]               drain_step,   
  input  logic [1:0]               row_id,       
  input  logic [1:0]               col_id,       
  output logic signed [BW-1:0]     a_out,
  output logic signed [BW-1:0]     b_out,
  output logic                     out_valid,
  input  logic signed [ACCW-1:0]   c_in_diag,    
  output logic signed [ACCW-1:0]   c_out_diag,   
  output logic signed [ACCW-1:0]   c_final
);
  logic signed [BW-1:0] a_reg, b_reg;
  logic                  v_reg;
  always_ff @(posedge clk or negedge rst_n) begin
    if (!rst_n) begin a_reg <= '0; b_reg <= '0; v_reg <= 1'b0; end
    else begin a_reg <= a_in; b_reg <= b_in; v_reg <= in_valid; end
  end
  assign a_out    = a_reg;
  assign b_out    = b_reg;
  assign out_valid= v_reg;
  logic signed [2*BW-1:0] prod;
  assign prod = a_reg * b_reg;
  logic signed [ACCW-1:0] acc;
  always_ff @(posedge clk or negedge rst_n) begin
    if (!rst_n) acc <= '0;
    else if (acc_clr) acc <= '0;
    else if (v_reg) acc <= acc + {{(ACCW-32){prod[31]}}, prod};
  end
  assign c_final = acc;
  logic signed [ACCW-1:0] inject_val;
  assign inject_val = c_final;
  always_comb begin
    if (out_phase && (drain_step == {6'd0,row_id,2'd0} + col_id)) begin
      c_out_diag = inject_val;
    end else begin
      c_out_diag = c_in_diag;
    end
  end
endmodule
==> flow_summary.json <==
{
  "ys_warn_count": 1,
  "synth_area_mm2": 0.0146,
  "antenna_found_initial": 0,
  "flop_cell": "dfrtp_1",
  "drt.antenna.violating_nets": 0,
  "endpoint": "c_out_diag[20]",
  "ys_cells": 1544,
  "crit_start": "drain_step[5]",
  "worst_skew_pair.late_latency_ns": 0.37,
  "fillers": 3336,
  "criticalPathCategory": "in -> out",
  "setup_violations": 0,
  "edf_count": 0,
  "drt-total-wl_um": 34700,
  "synthTopCellsByArea": "fa_1 (36%), dfrtp_1 (13%), ha_1 (11%)",
  "synthDistinctLibCells": 65,
  "io_buffers": 201,
  "die_y_um": 193,
  "cts_inserted_buffers": 9,
  "clock_path_buffers": 2,
  "worstPathArrival_ns": 7.25,
  "xor_area_share_pct": 4.39,
  "die_w_um": 193,
  "fin_crit_sh_pct": 49.3,
  "rows": 69,
  "cap_violations": 0,
  "final.setup.tns_ns": 0,
  "synth_seq_share_pct": 12.5,
  "status": "finished, final reports clean",
  "viasPerCell": 4.98,
  "adder_share_pct": 46.7,
  "top_cells_by_count": "inv_1 (299), fa_1 (263), nand2_1 (145)",
  "clkTransAtPathRegs_ns": 0.06,
  "min_path_type": "reg -> reg",
  "cts_sinks": 73,
  "ys_sh_mux_pct": 5.17,
  "slowest_stage": "buf_4",
  "worst_r2r_endpoint": "acc[39]$_DFFE_PN0P_",
  "r2r_slack_ns": 15.40,
  "dp_hpwl_um": 28000,
  "simple_gate_share_pct": 14.3,
  "drive_gt1_share_pct": 5.10,
  "r2r_start": "a_reg[7]$_DFF_PN0_",
  "cts-root-buf": "clkbuf_16",
  "rsz0062_at_grt": "false",
  "synthTopLogicFamily": "adder cells",
  "top_area_cell": "fa_1",
  "fmax_mhz": 82.1,
  "cp-start-kind": "input port",
  "cts_tree": "built",
  "grt_pass1_vias": 11500,
  "crit_path_frequent_cell": "clkdlybuf4s50_1",
  "synthToLayoutAreaGrowth_pct": 19.3,
  "via_count": 10900,
  "ys_ff": 73,
  "synthCells": 1544,
  "critPathTopFamily": "buffers and inverters",
  "grt_max_degree": 47,
  "tool_warnings": 27,
  "core_mm2": 0.0357,
  "path_cells": "clkdlybuf4s50_1 > nor4_1 > nand4_1 > nor3_2 > buf_4 > mux2_2 > clkdlybuf4s50_1",
  "ys_chip_area_mm2": 0.0146,
  "ioPinCount": 202,
  "yosysMostFrequentCell": "inv_1",
  "h-tree-depth": 3,
  "yosysTopAreaCellShare_pct": 36.1,
  "aoi_share_pct": 8.00,
  "worstPathRequired_ns": 19.76,
  "drtPass1Iterations": 24,
  "fin_skew_ns": 0.0142,
  "overflow": 0,
  "logic_area_mm2": 0.0114,
  "drc": 0,
  "synthesis.area_per_instance_um2": 9.44,
  "max_stage_delay_ns": 0.45,
  "chipArea_mm2": 0.0372,
  "crit_fanout": 40,
  "maxSlewViolCount": 0,
  "antennaDiodeCount": 0,
  "grt_usage_pct": 21.5,
  "wl_per_cell_um": 15.8,
  "detail_route.iter0.violations": 370,
  "cts_hold_buf": 0,
  "min_period_ns": 12.19,
  "hold_viol_final": 0,
  "min_from": "acc[38]$_DFFE_PN0P_",
  "gp_congestion": 0.865,
  "ys_async_sr_fraction_pct": 100,
  "endpoint_kind": "output port",
  "path_depth": 7,
  "ff_latch_area_mm2": 0.00183,
  "largest_reg_flops": 40,
  "worst_pin_slew_ns": 0.838,
  "initial_core_util_pct": 40.8,
  "cp_num_buf_inv": 3,
  "slew_headroom_pct": 44.1,
  "grt_pass1_wl_um": 59800,
  "rr_worst_depth": 32,
  "cts_setup_buffers": 0,
  "cts_resized": 0
}
cell families (layout without fill, tap and decap cells):
kind of cell    Yosys count  in the layout
compound gates          169            169
simple gates            427            427
xor+xnor                 73             73
buf+inv                 346            529
mux                      70             70
fa+ha+maj               386            386
flops                    73             73
layer usage:
layer,global-route usage (%),wire (um),up-vias
met1,33.1,15800,5441
met4,1.95,408,0
met2,33.7,16600,264
li1,-,-,5179
met3,4.99,1880,22
met5,0,0,-
stage by stage:
| step | std cells | utilization (%) | area, um^2 | setup WS (ns) | hold WS [ns] |
|---|---|---|---|---|---|
| 2_1_floorplan | 1544 | - | 14600 | 13.49 | 0.472 |
| 3_5_place_dp | 2173 | 47.8 | 17100 | 12.53 | 0.543 |
| 6_report | 2188 | 48.7 | 17400 | 12.51 | 0.542 |
| 5_1_grt | 2188 | 48.7 | 17400 | 12.37 | 0.595 |
| 3_3_place_gp | 2173 | 47.8 | 17100 | 12.56 | 0.537 |
| 4_1_cts | 2188 | 48.7 | 17400 | 12.52 | 0.555 |
worst min path at each step:
stage,slack (ns),depth (start not counted),endpoint
CTS,0.55,2,acc[38]$_DFFE_PN0P_
global route,0.59,2,acc[38]$_DFFE_PN0P_
finish,0.54,2,acc[38]$_DFFE_PN0P_
cells in the final DEF, fill, tap and decap left out, types with 4 or more instances in the layout:
| cell type | count |
|---|---|
| nand4_1 | 4 |
| mux2i_1 | 28 |
| dfrtp_1 | 72 |
| nand3_1 | 13 |
| inv_1 | 299 |
| nor2b_1 | 10 |
| a31oi_1 | 6 |
| o21bai_1 | 7 |
| fa_1 | 263 |
| o21ai_0 | 29 |
| a21o_1 | 21 |
| o21a_1 | 10 |
| nor3_1 | 8 |
| a211oi_1 | 11 |
| o22ai_1 | 5 |
| nand2_1 | 145 |
| clkbuf_16 | 9 |
| nor2_1 | 86 |
| o31a_1 | 4 |
| clkdlybuf4s50_1 | 200 |
| and3_1 | 5 |
| o211ai_1 | 5 |
| ha_1 | 123 |
| and2_1 | 126 |
| xor2_1 | 18 |
| a21oi_1 | 42 |
| nand2b_1 | 15 |
| xnor2_1 | 55 |
| buf_4 | 15 |
| mux2_2 | 41 |
worst min-delay path: stages, from the launching register on:
cell	delay (ns)
dfrtp_1	0.39
nand2_1	0.06
o21ai_0	0.06
final cells by class:
class | instances | area share, %
sequential | 73 | 10.5
inverter | 299 | 6.45
timing repair buffer | 215 | 12.2
clock inverter | 4 | 0.295
tap | 461 | 3.32
clock buffer | 11 | 1.45
multi-input combinational | 1125 | 65.8
